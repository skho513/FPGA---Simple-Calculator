===== design/flow/run.sh =====
#!/bin/bash
# OpenROAD 26Q1-2900-gdf79404cd8, Yosys 0.63+post, stock flow scripts
make -C /OpenROAD-flow-scripts/flow DESIGN_CONFIG=/design/flow/config.mk WORK_HOME=/design/flow/orfs finish

===== design/flow/config.mk =====
export PLATFORM = sky130hd
export DESIGN_NAME = BCD_to_Binary
export DESIGN_NICKNAME = BCD_to_Binary
export VERILOG_FILES = /design/flow/design.v
export SDC_FILE = /design/flow/constraint.sdc
export NUM_CORES = 4
export LEC_CHECK = 1
export CORE_AREA = 10 10 70 70
export DIE_AREA = 0 0 80 80

===== design/flow/constraint.sdc =====
current_design BCD_to_Binary

set clk_period 3.3
set clk_io_pct 0.2

create_clock -name clk0 -period $clk_period

set non_clock_inputs [all_inputs -no_clocks]
set_input_delay [expr $clk_period * $clk_io_pct] -clock clk0 $non_clock_inputs
set_output_delay [expr $clk_period * $clk_io_pct] -clock clk0 [all_outputs]

===== design/flow/design.v =====
module BCD_to_Binary(num_tens, num_ones, negative, num_out);
	input [4:0]num_tens, num_ones;
	input negative;
	output reg[7:0]num_out;
	initial num_out = 8'd0;
	always @(*)
	begin
		if ((num_tens != 5'd31) && (num_ones != 5'd31))					 
		begin
			num_out = num_ones + 10*num_tens;	 
			num_out[7] = negative;
		end
		else if (num_ones != 5'd31) 
		begin
		num_out = num_ones; 						 
		num_out[7] = negative;					 
		end
		else 
			num_out = 0;
	end
endmodule

==> results.txt <==
flow finished, numbers: Synth Cell Area=383 um^2, Gate power share=100.0%, reported net switching power=52.6 uW, chip area=6400 um^2, Top cell area share=29.4%, Arr. time, crit path=2.48 ns, Setup violations, final=0, syn avg cell area=between 7 and 8 um^2, f_max=319 MHz, largest net degree at the start of global routing=8, Final Util=21.6%, GPL Wtd Cong=between 0.7 and 0.8, antenna-violating nets left=0, die span in y=80 um, Max Cap Viol=0, cell count after synthesis=49, flop count=0, Sequential Power Share=0%, Inserted Diodes=0, largest area contributor in the netlist=ha_1, first-pass GRT wire length=2160 um, Tool Warnings=34, vias per cell=between 3 and 4, hold path endpoint=num_out[6], router iterations before antenna repair=4, ys cells=~49, fp_density=11.2%, Worst Path Required=2.64 ns, Seq share, synth=0%, CP Max Fanout=3, Synthesis Warnings=1, register area=0 um^2, Slew HR=79.3%, Peak supply drop=0.0000286 V, pins over their slew limit=0, Design Power=142 uW, # rows=21, core area=3420 um^2, HPWL after DPL=1080 um, sw frac=between 30% and 40%, Tightest Pin Transition=0.310 ns, routed wire length=1220 um, area grow syn2layout=92.8%, Clk pwr share=0%, internal power=89.0 uW, GRT Total Usage=around 4.0%, hold_buf cts=0, vias in the first global route=just under 500, critical path startpoint category=input pin, total gr overflow=0, worst hold-check path type=in2out, first-iteration detailed-routing DRC count=4, status=finished, final reports clean, Pwr Density=192 nW/um^2, die width=80 um, vias=448, fin crit share=95.0%, Hold Path Origin=num_tens[3], final hold vios=0, min Tclk post-route=3.14 ns, leakage=0.000357 uW, CP Class=in2out, clk_buf instances=0, layout cells sized above 1=roughly 33%, Synth cell types=20, PortBufs=19, top cells, area=ha_1 29%, fa_1 10%, xnor2_1 6.9%, yosys stat area=383 um^2, unrepaired setup endpoints after global routing=false, DRC=0, most used logic cell in the final layout=buf_4, WL per Instance=9.76 um, most frequent cells in the layout=11 x buf_4, 10 x clkdlybuf4s50_1, 5 x inv_1, 5 x ha_1, 4 x nor2_1, Cells on Worst Hold Path=6, I/O pins=19, initial antenna violation count=0, Crit. End Element=output pin
[metrics by stage]
stage	TNS, ns	instance area (um^2)	hold slack [ns]	setup slack [ns]	std cells
2_1_floorplan	0	383	1.39	0.532	49
3_3_place_gp	-1.33	713	2.25	-0.484	125
3_5_place_dp	-1.37	713	2.26	-0.497	125
4_1_cts	-0.107	747	2.18	-0.107	126
5_1_grt	0	738	2.13	0.0114	125
6_report	0	738	2.03	0.164	125
[synth_stat cells]
cell type / n
a211oi_1: 1
a21o_1: 1
a21oi_1: 4
and2_1: 2
and3_1: 3
and3b_2: 1
fa_1: 2
ha_1: 9
inv_1: 6
mux2i_1: 2
nand2_1: 1
nand3_1: 2
nor2_1: 4
nor2b_1: 1
o21a_1: 1
o21ai_0: 2
o2bb2ai_1: 1
or3_1: 1
xnor2_1: 3
xor2_1: 2
[critical path: stages]
cell and delay (ns):
buf_2 0.12, ha_4 0.26, ha_4 0.11, inv_1 0.04, fa_1 0.51, and3b_2 0.22
o2bb2ai_2 0.12, xnor2_1 0.18, nor2_1 0.07, clkdlybuf4s15_1 0.18
[cell families (layout without fill, tap and decap cells)]
| family | count (synthesis) | count (layout) | share of synthesized area, % |
|---|---|---|---|
| AOI/OAI and AO/OA | 10 | 10 | 16.0 |
| and+or+nand+nor | 15 | 15 | 21.6 |
| adders and majority gates | 11 | 11 | 39.9 |
| buffers and inverters | 6 | 36 | 5.88 |
| xor gates and xnor gates | 5 | 5 | 11.4 |
| muxes | 2 | 2 | 5.23 |
[power by group through the flow]
stage                 Sequential (uW)  Clock [uW]  Combinational [uW]
after CTS                           0           0                 144
after global routing                0           0                 164
final                               0           0                 142
[cell type report]
cell class / instances / area [um^2]
inverters: 6 / 22.5
repair buffers: 30 / 248
well taps: 46 / 57.6
fillers: 380 / 2680
multi-input cells: 43 / 410
[layer usage]
metal  GRT usage, %  vias up  routed length [um]
met5              0        -                   0
met4              0        0                   0
met3          0.795        0                  78
met2           7.46        7                 668
met1           4.72      208                 473
li1               -      233                   -
[worst max-delay path by stage]
| stage | startpoint | slack, ns | end | cells past startpoint |
|---|---|---|---|---|
| 4_1_cts | num_tens[2] | -0.11 | num_out[6] | 11 |
| 5_1_grt | num_tens[3] | 0.01 | num_out[6] | 10 |
| 6_report | num_tens[3] | 0.16 | num_out[6] | 10 |
[timing repair]
action,CTS,global route
resized,16,15
cloned,0,0
buffers inserted,1,0
pin swaps,7,8
endpoints found under the setup margin,5,4
Power is estimated from default activity; no workload was simulated.
