<file path="flow/design.v">
module ClockDivider (clock50, clock500);
	input clock50;
	output reg clock500;
	reg [20:0] counter;
	initial clock500 = 0;
	always @ (posedge clock50)
	begin
		if (counter == 20'd50000)
		begin
			counter = 0;
			clock500 = ~clock500;
		end
		else
			counter = counter + 1;
	end
endmodule
</file>
<file path="flow/run.sh">
#!/bin/bash
# OpenROAD 26Q1-2900-gdf79404cd8, Yosys 0.63+post, stock flow scripts
make -C /OpenROAD-flow-scripts/flow DESIGN_CONFIG=/design/flow/config.mk WORK_HOME=/design/flow/orfs finish
</file>
<file path="flow/config.mk">
export PLATFORM = sky130hd
export DESIGN_NAME = ClockDivider
export DESIGN_NICKNAME = ClockDivider
export VERILOG_FILES = /design/flow/design.v
export SDC_FILE = /design/flow/constraint.sdc
export NUM_CORES = 4
export LEC_CHECK = 1
export CORE_AREA = 10 10 103 103
export DIE_AREA = 0 0 113 113
</file>
<file path="flow/constraint.sdc">
current_design ClockDivider

set clk_period 2.6
set clk_io_pct 0.2

create_clock -name clk0 -period $clk_period [get_ports {clock50}]

set non_clock_inputs [all_inputs -no_clocks]
set_input_delay [expr $clk_period * $clk_io_pct] -clock clk0 $non_clock_inputs
set_output_delay [expr $clk_period * $clk_io_pct] -clock clk0 [all_outputs]
</file>
==> impl_metrics.csv <==
group,metric,value,unit
synth,yosysTopAreaCellShare,45.5,%
placed_design,numPortBuffers,1,
synth,async_reset_ff_share,0,%
job,tool_warnings,26,
detailed_routing,wl,1530,um
detailed_routing,dr_total_vias,633,
synth,ys_seq_share,48.8,%
grt,use_met3,0.855,%
run_status,status,"finished clean",
floorplanning,die_w,113,um
detailed_routing,firstDrtPassIters,4,
setup_path,critPathKind,"reg -> reg",
setup_path,path_max_fanout,6,
synth,synth_area,923,sq um
clock_tree,cts_tree,"done",
synth,ys_chip_area,923,sq um
clock_tree,cts_inserted_buffers,3,
clock_tree,cts_root_buf,"clkbuf_8",
setup_path,crit_chain,"ha_1, nand3_1, nor4_1, nand3_1, xnor2_1",
detailed_routing,antenna_cells,0,
synth,ys_cells,95,
floorplanning,die-area,12800,sq um
min_path,worst_hold_path_type,"reg -> reg",
pwr,finalPower,581,uW
pwr,max-vdd-ir-drop,0.265,mV
layout,drive_gt1_share,6.00,%
sta,hold_violations,0,
floorplanning,dieHeight,113,um
setup_path,cp.required,2750,ps
synth,edf_count,1,
grt,met2_usage,3.49,%
synth,avgSynthCellArea,9.72,sq um
placed_design,placedCellCount,201,
pwr,p_comb_share,0,%
detailed_routing,drtIter0Drc,15,
sta,finalSetupViolCount,0,
pwr,internal-power,474,uW
synth,yosysTopAreaCell,"dfxtp_1",
synth,yosys_warnings,1,
clock_tree,clkTransAtPathRegs,80,ps
sta,final.setup.tns,0,ps
synth,numSynthFlops,22,
setup_path,cp-start-kind,"flop",
floorplanning,num_rows,33,
placed_design,pre_cts_ws,741,ps
clock_tree,cts_hold_buf,0,
grt,grt_usage,2.37,%
pwr,p_leak,0.348,nW
synth,area_leaders,"dfxtp_1 (46%), xnor2_1 (13%), nand3_1 (5.4%)",
placed_design,place_congestion,0.846,
clock_tree,clockBufferDepth,2,
synth,common_cells,"dfxtp_1 (21), xnor2_1 (14), nor2_1 (13)",
layout,area_growth,21.3,%
synth,ys.flop_type,"dfxtp_1",
floorplanning,core_area,8300,sq um
sta,max_freq,534,MHz
grt,grt-ovfl-total,0,
sta,drv_slew,0,
detailed_routing,antenna_left,0,
clock_tree,numClockSinks,22,
layout,final_cell_count_no_fill,205,
sta,min_period,1870,ps
sta,worst_pin_slew,617,ps
setup_path,crit_path_frequent_cell,"nand3_1",
detailed_routing,avgViaCountPerCell,3.09,
setup_path,slowest_stage,"nor4_1",
setup_path,critPathMaxStageDelay,630,ps
detailed_routing,wl_per_cell,7.46,um
floorplanning,ios,2,
pwr,pwr-share-seq,58.3,%
placed_design,dp_hpwl,1100,um
clock_tree,cts_resized,0,
pwr,switchingPower,107,uW
synth,synth_cell_type_count,18,
clock_tree,cts_setup_buffers,0,
sta,period_used_share,72.0,%
synth,top_cell,"dfxtp_1",
grt,antenna_found_initial,0,
grt,use_met1,3.37,%
setup_path,crit_arrival,2020,ps
grt,grt_max_degree,13,
sta,layout_setup_ws,729,ps
setup_path,end_kind,"flop",
clock_tree,h-tree-depth,1,
sta,max_slew_margin,58.5,%
floorplanning,floorplan.core_util,11.1,%
synth,post_synth_inst_count,95,
job,max-cap-violations,0,
clock_tree,clk_latency,260,ps
grt,first_global_vias,596,
pwr,power.share.clock,41.7,%
sta,rsz0062_at_grt,"false",
pwr,p_per_area,518,nW/um^2
pwr,switching_share,18.4,%
detailed_routing,drc,0,
sta,fin_skew,3.03,ps
grt,busiest_layer,"met2",
grt,grt_pass1_wl,2650,um
==> layout by cell type, fill, tap and decap left out <==
cell type and count:
xor2_1 5, nor2b_1 1, ha_1 2, or4_1 1, clkbuf_8 4, nor3_1 2, nor4_1 4, clkdlybuf4s50_1 1
or4_4 1, xnor2_1 14, edfxtp_1 1, nor4b_1 2, nand2_1 3, and3_1 2, nor2_1 13, nor4_4 1
dfxtp_1 21, nand4_1 6, inv_1 6, nand3_1 10
==> logic make-up after synthesis <==
group / after synthesis / share of synthesized area, %
AND/OR/NAND/NOR: 46 / 28.1
flip-flops: 22 / 48.8
buffers and inverters: 6 / 2.44
XOR/XNOR: 19 / 18.0
adder cells (fa/ha/maj): 2 / 2.71
==> worst paths after layout <==
| kind | startpoint | end | slack, ps | cells after the start |
|---|---|---|---|---|
| setup / recovery | counter[0]$_SDFF_PN0_ | counter[20]$_SDFF_PN0_ | 730 | 5 |
| hold / removal | counter[20]$_SDFF_PN0_ | counter[20]$_SDFF_PN0_ | 470 | 1 |
| setup reg to reg | counter[0]$_SDFF_PN0_ | counter[20]$_SDFF_PN0_ | 730 | 5 |
| hold reg to reg | counter[20]$_SDFF_PN0_ | counter[20]$_SDFF_PN0_ | 470 | 1 |
==> state kept, by name, indices dropped and copies added (netlist names) <==
name      count
clock500      1
counter      21
==> area by class of cell <==
type                            instances  area (sq um)
Sequential cell                        22           450
Fill cell                             910          7180
Multi-Input combinational cell         67           450
Clock buffer                            4          55.1
Tap cell                              105           131
Timing Repair Buffer                    1          10.0
Inverter                                6          22.5
==> layer usage <==
metal  part of all wire, %  up-vias  routed length [um]
met5                     0        -                   0
met4                  0.85        0                  13
met3                   4.5        2                  69
met2                    39        7                 597
met1                    55      286                 847
li1                      -      338                   -
==> power by group through the flow <==
stage,combinational [mW],clock (mW),sequential (mW)
CTS,0.000000139,0.248,0.339
finish,0.000000139,0.242,0.339
global route,0.000000139,0.264,0.339
==> per-stage QoR <==
| stage | util [%] | hold WS, ps | instance area (sq um) |
|---|---|---|---|
| 5_1_grt | 13.5 | 506 | 1120 |
| 3_5_place_dp | 12.8 | 454 | 1060 |
| 2_1_floorplan | - | 436 | 923 |
| 4_1_cts | 13.5 | 471 | 1120 |
| 6_report | 13.5 | 467 | 1120 |
| 3_3_place_gp | 12.8 | 453 | 1060 |
==> worst max-delay path: cells and delay by family (launching register included) <==
| family | cells | cell delay [ps] |
|---|---|---|
| xor+xnor | 1 | 150 |
| flops | 1 | 390 |
| simple gates | 3 | 1020 |
| fa+ha+maj | 1 | 200 |
No activity file was given, so power comes from the tool's default toggle rates.
