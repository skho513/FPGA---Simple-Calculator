[./run.sh]
#!/bin/bash
# OpenROAD 26Q1-2900-gdf79404cd8, Yosys 0.63+post, stock flow scripts
make -C /OpenROAD-flow-scripts/flow DESIGN_CONFIG=/design/flow/config.mk WORK_HOME=/design/flow/orfs finish
[./config.mk]
export PLATFORM = sky130hd
export DESIGN_NAME = LED_Lighting
export DESIGN_NICKNAME = LED_Lighting
export VERILOG_FILES = /design/flow/design.v
export SDC_FILE = /design/flow/constraint.sdc
export NUM_CORES = 4
export LEC_CHECK = 1
export CORE_AREA = 10 10 70 70
export DIE_AREA = 0 0 80 80
[./constraint.sdc]
current_design LED_Lighting

set clk_period 1.0
set clk_io_pct 0.2

create_clock -name clk0 -period $clk_period

set non_clock_inputs [all_inputs -no_clocks]
set_input_delay [expr $clk_period * $clk_io_pct] -clock clk0 $non_clock_inputs
set_output_delay [expr $clk_period * $clk_io_pct] -clock clk0 [all_outputs]
[./design.v]
module LED_Lighting (redLED, greenLED, Error, PowerOn, A, B, C, state, number, ONE);
	output reg [17:0] redLED;
	output reg [8:0] greenLED;
	input Error, PowerOn, A, B, C;
	input [3:0] state;
	input [4:0] number;
	input [7:0] ONE;
	always @ (*)
	begin
		if (Error | ~PowerOn)
		begin
			redLED[3:0] = state;
			greenLED[8:0] = 9'H0;	
		end
		else
		begin
			redLED = 18'H0;
			redLED[3:0] = state;
			greenLED[4:0] = number; 
			redLED[17:10] = ONE;
			if (A)
				greenLED[8] = 1;
			else
				greenLED[8] = 0;
			if (B)
				greenLED[7] = 1;
			else
				greenLED[7] = 0;	
			if (C)
				greenLED[6] = 1;
			else
				greenLED[6] = 0;
		end
	end 
endmodule
==> flow_metrics.py <==
# Metrics from the implementation run
metrics = {
    "status": {
        "status": "finished, final reports clean",
    },
    "routing": {
        "drt_first_pass_iters": 1,
        "drc_errors": 0,
        "antenna-diode-count": 0,
        "vias_per_cell": 2.63,
        "wl_per_cell_um": 10.5,
        "drt_iter0_drc": 0,
        "vias": 273,
        "routed_wl_um": 1100,
        "ant_nets": 0,
    },
    "setup_path": {
        "crit_path_end_kind": "output pin",
        "cp.arrival_ns": 0.70,
        "worstPathRequired_ns": 0.80,
        "crit_path_start_kind": "primary input",
        "cp_max_fo": 1,
        "crit_type": "in2out",
    },
    "logic_synthesis": {
        "yosys-top-cells-count": "buf_4 (11), and3b_1 (8), dlxtn_1 (8)",
        "post-synth-top-count-cell": "buf_4",
        "yosysTopAreaCell": "dlxtn_1",
        "enable_flop_cells": 0,
        "synth.distinct_cells": 5,
        "ys_ff": 8,
        "avgSynthCellArea_um2": 9.75,
        "yosys_area_um2": 283,
        "synth_stat.cells": 29,
        "syn_area_um2": 283,
        "yosys-top-cells-area": "dlxtn_1 (42%), buf_4 (29%), and3b_1 (25%), nand2b_1 (2.2%), conb_1 (1.3%)",
        "synth_top_area_share": 0.425,
        "netlist_instances": 29,
        "synthFlopType": "dlxtn_1",
        "yosys_warnings": 1,
        "ys_async_sr_fraction": 0,
    },
    "power": {
        "ir_worst_vdd_mv": 0.0344,
        "power.density_nw_per_um2": 247,
        "power_uw": 138,
        "p_leak_nw": 0.301,
    },
    "cells_and_area": {
        "areaGrowthSynthToFinish_pct": 98.2,
        "largest_reg_flops": 8,
        "drive_above_1_share": 0.172,
        "fill_cells": 408,
    },
    "hold_path": {
        "worstHoldPathType": "in2out",
        "hold-path-cell-count": 0,
        "min_to": "redLED[1]",
        "hold_start": "state[1]",
    },
    "global_routing": {
        "antenna_found_initial": 0,
        "grt_pass1_wl_um": 1470,
        "grt_usage": 0.0278,
        "grt_pass1_vias": 288,
        "grt.overflow.total": 0,
        "grt_max_degree": 10,
    },
    "floorplanning": {
        "fp_util": 0.0828,
        "die-area_um2": 6400,
        "die_h_um": 80,
        "row_count": 21,
        "ioPinCount": 49,
        "die_width_um": 80,
        "core_region_area_um2": 3420,
    },
    "sta": {
        "hold_slack_ns": 0.400,
        "finalSetupViolCount": 0,
        "unclocked_regs": 8,
        "rsz0062_at_grt": "no",
        "finalClockPeriodUsage": 0.901,
        "untimed_endpoints": 16,
        "min_period_ns": 0.901,
        "slew_violations": 0,
        "max_freq_ghz": 1.11,
        "finalSetupTns_ns": 0,
        "hold_viol": 0,
    },
    "placed_design": {
        "place.gp.congestion": 0.689,
        "hpwl_um": 1070,
        "portBuffers": 34,
    },
    "clocking": {
        "cts_setup_buffers": 0,
        "hold_buffers": 0,
    },
    "flow_run": {
        "cap_violations": 0,
        "log.warning_count": 32,
    },
}
==> how the worst max path moves through the flow <==
stage             start     endpoint  cells past startpoint
finish        number[0]  greenLED[0]                      3
global route  number[4]  greenLED[4]                      3
CTS             PowerOn  greenLED[4]                      3
==> logic make-up (layout without fill, tap and decap cells) <==
kind of cell / count (synthesis) / after routing / synth area share
buffers and inverters: 11 / 34 / 0.292
AND/OR/NAND/NOR: 9 / 9 / 0.270
latches: 8 / 8 / 0.425
other: 1 / 7 / 0.0133
==> cells in the final DEF (no fill, tap or decap), drive strengths merged <==
master	synthesis	final
and3b	8	8
buf	11	9
clkbuf	0	1
clkdlybuf4s50	0	16
conb	1	7
dlxtn	8	8
dlygate4sd2	0	8
nand2b	1	1
==> layout make-up <==
| type | count | area (um2) | share of cell area |
|---|---|---|---|
| Timing Repair Buffer | 34 | 280 | 0.500 |
| Sequential cell | 8 | 120 | 0.214 |
| Tap cell | 46 | 57.6 | 0.103 |
| Multi-Input combinational cell | 16 | 103 | 0.183 |
==> per-stage QoR <==
stage	cells	setup slack, ns	cell area (um2)	util
floorplan	35	0.446	305	-
global placement	104	-0.657	621	0.182
detailed placement	104	-0.648	621	0.182
CTS	104	0.00263	571	0.167
global route	104	0.0680	561	0.164
finish	104	0.0989	561	0.164
==> routing by layer <==
layer / global-route usage / wire [um] / up-vias
li1: - / - / 135
met1: 0.0214 / 279 / 126
met2: 0.0666 / 746 / 12
met3: 0.00455 / 70 / 0
met4: 0.00176 / 0 / 0
met5: 0 / 0 / -
==> worst max-delay path, stage by stage <==
cell and delay (ns):
dlygate4sd2_1 0.23, and3b_1 0.17, buf_2 0.11
==> what timing repair did <==
| action | CTS | global route |
|---|---|---|
| pin swaps | 0 | 0 |
| endpoints found under the setup margin | 8 | 8 |
| gates cloned | 0 | 0 |
| gates resized | 36 | 3 |
==> power breakdown <==
| group | switching (mW) | internal [mW] |
|---|---|---|
| sequential | 0.00286 | 0.0267 |
| combinational | 0.0255 | 0.0832 |
| clock | 0 | 0 |
Power and IR drop assume default switching activity.
